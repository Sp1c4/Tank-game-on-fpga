File: flow/design.v
module CL(input wire         clk,rst_n,
          input wire         enb,rempty,
          input wire[3:0]    rdata,
          output wire        rinc,fin,
          output wire[115:0] litTree,
          output wire[63:0]  distTree);
    parameter IDLE    = 3'b000;
    parameter Extract = 3'b001;
    parameter WaitR   = 3'b010;
    parameter Zero    = 3'b011;
    parameter Finish  = 3'b100;
    reg[2:0] curr_state,next_state;
    reg[3:0] ext_buf;
    reg[3:0] Tree_buf[44:0];
    reg[5:0] TP;
    reg[5:0] next_TP;
    reg buf_winc,tree_winc,TP_winc,zero_buf;
    always @(posedge clk) begin
        if(!rst_n)begin
            curr_state <= IDLE;
        end
        else begin
            curr_state <= next_state;
        end
    end
    always @(*) begin
        case(curr_state)
            IDLE:begin
                if(enb&(~rempty))begin
                    next_state = Extract;
                    buf_winc   = 1'b1;
                    tree_winc  = 1'b0;
                    TP_winc    = 1'b0;
                end
                else begin
                    next_state = IDLE;
                    buf_winc   = 1'b0;
                    tree_winc  = 1'b0;
                    TP_winc    = 1'b0;
                end
            end
            Extract:begin
                if(rempty)begin
                    next_state = WaitR;
                    buf_winc   = 1'b0;
                    tree_winc  = ~(ext_buf == 4'd9);
                    TP_winc    = 1'b1;
                end
                else begin
                    if(zero_buf)begin
                        next_state = Zero;
                        buf_winc   = 1'b0;
                        tree_winc  = 1'b0;
                        TP_winc    = 1'b0;
                    end
                    else begin
                        if(next_TP == 6'd45)begin
                            next_state = Finish;
                            buf_winc   = 1'b0;
                            tree_winc  = 1'b1;
                            TP_winc    = 1'b1;
                        end
                        else begin
                            if(ext_buf == 4'd9)begin
                                next_state = Zero;
                                buf_winc   = 1'b1;
                                tree_winc  = 1'b0;
                                TP_winc    = 1'b0;
                            end
                            else if(ext_buf <= 4'd8)begin
                                next_state = Extract;
                                buf_winc   = 1'b1;
                                tree_winc  = 1'b1;
                                TP_winc    = 1'b1;
                            end
                            else begin
                                next_state = IDLE;
                                buf_winc   = 1'b0;
                                tree_winc  = 1'b0;
                                TP_winc    = 1'b0;
                            end
                        end
                    end
                end
            end
            WaitR:begin
                if(rempty)begin
                    next_state = WaitR;
                    buf_winc   = 1'b0;
                    tree_winc  = 1'b0;
                    TP_winc    = 1'b0;
                end
                else begin
                    next_state = Extract;
                    buf_winc   = 1'b1;
                    tree_winc  = 1'b0;
                    TP_winc    = 1'b0;
                end
            end
            Zero:begin
                if(next_TP == 6'd45)begin
                    next_state = Finish;
                    buf_winc   = 1'b0;
                    tree_winc  = 1'b0;
                    TP_winc    = 1'b1;
                end
                else begin
                    if(rempty)begin
                        next_state = Zero;
                        buf_winc   = 1'b0;
                        tree_winc  = 1'b0;
                        TP_winc    = 1'b0;
                    end
                    else begin
                        next_state = Extract;
                        buf_winc   = 1'b1;
                        tree_winc  = 1'b0;
                        TP_winc    = 1'b1;
                    end
                end
            end
            Finish:begin
                next_state = Finish;
                buf_winc   = 1'b0;
                tree_winc  = 1'b0;
                TP_winc    = 1'b0;
            end
            default:begin
                next_state = IDLE;
                buf_winc   = 1'b0;
                tree_winc  = 1'b0;
                TP_winc    = 1'b0;
            end
        endcase
    end
    always @(posedge clk) begin
        if(buf_winc)begin
            ext_buf <= rdata;
        end
    end
    always @(posedge clk) begin
        if(!rst_n)begin
            TP <= 6'b0;
        end
        else if(TP_winc) begin
            TP <= next_TP;
        end
    end
    always @(posedge clk) begin
        if(!rst_n)begin
            Tree_buf[0]  <= 4'b0;
            Tree_buf[1]  <= 4'b0;
            Tree_buf[2]  <= 4'b0;
            Tree_buf[3]  <= 4'b0;
            Tree_buf[4]  <= 4'b0;
            Tree_buf[5]  <= 4'b0;
            Tree_buf[6]  <= 4'b0;
            Tree_buf[7]  <= 4'b0;
            Tree_buf[8]  <= 4'b0;
            Tree_buf[9]  <= 4'b0;
            Tree_buf[10] <= 4'b0;
            Tree_buf[11] <= 4'b0;
            Tree_buf[12] <= 4'b0;
            Tree_buf[13] <= 4'b0;
            Tree_buf[14] <= 4'b0;
            Tree_buf[15] <= 4'b0;
            Tree_buf[16] <= 4'b0;
            Tree_buf[17] <= 4'b0;
            Tree_buf[18] <= 4'b0;
            Tree_buf[19] <= 4'b0;
            Tree_buf[20] <= 4'b0;
            Tree_buf[21] <= 4'b0;
            Tree_buf[22] <= 4'b0;
            Tree_buf[23] <= 4'b0;
            Tree_buf[24] <= 4'b0;
            Tree_buf[25] <= 4'b0;
            Tree_buf[26] <= 4'b0;
            Tree_buf[27] <= 4'b0;
            Tree_buf[28] <= 4'b0;
            Tree_buf[29] <= 4'b0;
            Tree_buf[30] <= 4'b0;
            Tree_buf[31] <= 4'b0;
            Tree_buf[32] <= 4'b0;
            Tree_buf[33] <= 4'b0;
            Tree_buf[34] <= 4'b0;
            Tree_buf[35] <= 4'b0;
            Tree_buf[36] <= 4'b0;
            Tree_buf[37] <= 4'b0;
            Tree_buf[38] <= 4'b0;
            Tree_buf[39] <= 4'b0;
            Tree_buf[40] <= 4'b0;
            Tree_buf[41] <= 4'b0;
            Tree_buf[42] <= 4'b0;
            Tree_buf[43] <= 4'b0;
            Tree_buf[44] <= 4'b0;
        end
        else begin
            if(tree_winc)begin
                Tree_buf[TP] <= ext_buf;
            end
        end
    end
    always @(posedge clk) begin
        if(!rst_n)begin
            zero_buf <= 1'b0;
        end
        else begin
            if((curr_state == Extract)&(ext_buf == 4'd9)) zero_buf <= 1'b1;
            if(curr_state == Zero) zero_buf <= 1'b0;
        end
    end
    always @(*) begin
        case(ext_buf)
            4'd0: next_TP = TP + ((curr_state == Zero)?4'd3 :4'd1);
            4'd1: next_TP = TP + ((curr_state == Zero)?4'd4 :4'd1);
            4'd2: next_TP = TP + ((curr_state == Zero)?4'd5 :4'd1);
            4'd3: next_TP = TP + ((curr_state == Zero)?4'd6 :4'd1);
            4'd4: next_TP = TP + ((curr_state == Zero)?4'd7 :4'd1);
            4'd5: next_TP = TP + ((curr_state == Zero)?4'd8 :4'd1);
            4'd6: next_TP = TP + ((curr_state == Zero)?4'd9 :4'd1);
            4'd7: next_TP = TP + ((curr_state == Zero)?4'd10:4'd1);
            4'd8: next_TP = TP + 4'd1;
            4'd9: next_TP = TP;
            default: next_TP = TP;
        endcase
    end
    assign rinc     = buf_winc;
    assign fin      = curr_state == Finish;
    assign litTree  = {Tree_buf[28],Tree_buf[27],Tree_buf[26],Tree_buf[25],
                      Tree_buf[24],Tree_buf[23],Tree_buf[22],Tree_buf[21],
                      Tree_buf[20],Tree_buf[19],Tree_buf[18],Tree_buf[17],
                      Tree_buf[16],Tree_buf[15],Tree_buf[14],Tree_buf[13],
                      Tree_buf[12],Tree_buf[11],Tree_buf[10],Tree_buf[9],
                      Tree_buf[8], Tree_buf[7], Tree_buf[6], Tree_buf[5],
                      Tree_buf[4], Tree_buf[3], Tree_buf[2], Tree_buf[1],
                      Tree_buf[0]};
    assign distTree = {Tree_buf[44],Tree_buf[43],Tree_buf[42],Tree_buf[41],
                       Tree_buf[40],Tree_buf[39],Tree_buf[38],Tree_buf[37],
                       Tree_buf[36],Tree_buf[35],Tree_buf[34],Tree_buf[33],
                       Tree_buf[32],Tree_buf[31],Tree_buf[30],Tree_buf[29]};
endmodule
File: flow/run.sh
#!/bin/bash
# OpenROAD 26Q1-2900-gdf79404cd8, Yosys 0.63+post, stock flow scripts
make -C /OpenROAD-flow-scripts/flow DESIGN_CONFIG=/design/flow/config.mk WORK_HOME=/design/flow/orfs finish
File: flow/config.mk
export PLATFORM = sky130hd
export DESIGN_NAME = CL
export DESIGN_NICKNAME = CL
export VERILOG_FILES = /design/flow/design.v
export SDC_FILE = /design/flow/constraint.sdc
export NUM_CORES = 4
export LEC_CHECK = 1
export CORE_UTILIZATION = 30
File: flow/constraint.sdc
current_design CL

set clk_period 13.3
set clk_io_pct 0.2

create_clock -name clk0 -period $clk_period [get_ports {clk}]

set non_clock_inputs [all_inputs -no_clocks]
set_input_delay [expr $clk_period * $clk_io_pct] -clock clk0 $non_clock_inputs
set_output_delay [expr $clk_period * $clk_io_pct] -clock clk0 [all_outputs]
==> writeup.txt <==
The number of enable flip-flop cells came out at 184. The worst-margin pin slew works out to 952.8 ps. The wire length after detailed routing was 23.40 mm; the setup-violating endpoint count in the final report was 0. Counting cells, the worst reg-to-reg path comes to 9. The most used flip-flop cell after synthesis was sky130_fd_sc_hd__edfxtp_1. The boundary pin count was 190; the power density of the placed cells was 118.6 nW/um^2. In this run the maximum-capacitance check reported violations numbering 0.

The run gives 33.26 mm for the global-route wire length before repair. The path class of the tightest hold or removal check is reg2reg. The worst register-to-register path has a setup slack of 8920 ps.

For the maximum number of pins on one net before global-route repair, the log shows 63. In the synthesis report, Yosys lists the chip area as 7909 sq um. The run gives 35.65% as the headroom to the max-slew limit.

Per the layout area report, the combinational gate area comes to 1984 sq um. STA classifies the critical path startpoint as an input pin. The run gives 55.7% for the share of total power in sequential cells. The endpoint identified for the worst register-to-register timing path is Tree_buf[21][3]. The die is 164.4 um tall.

The detail route stage leaves a number of antenna-violating nets equal to 0. The run gives 0 for the number of antenna violations at the first check in global routing. The total of flip-flops plus latches after synthesis works out to 196. The data arrival time reported for the critical path is 4220 ps. The count of buffers inserted at the top-level ports works out to 189. TritonCTS built the clock tree. Detailed-route iteration 0 reported a violation count of 387. Summed over all failing endpoints, the final setup total negative slack is 0 ps. The tools report the area of the core as 25980 sq um. The internal power is 986.2 uW. The synth_stat.txt file lists the number of cells as 631. The worst hold path passes through 2 cells.

In this run, post-CTS repair resized a total of 0 instances. The share of the core filled by cells before placement came out at 30.44%. The report shows a maximum critical-path fanout of 14. TritonRoute reported its final design rule violation total as 0.

For the proportion of power drawn by combinational gates, the log shows 5.5%. The library cell used most frequently in the layout, excluding fill and tap cells, is sky130_fd_sc_hd__nor2_1. For the cell area after technology mapping, the log shows 7909 sq um. STA classifies the critical path endpoint as an output pin.

The x dimension of the die works out to 164.4 um. For this block, the via count after detailed routing is 5668. Of the total power, the share spent switching nets is 22.40%. Per the timing report, the achievable frequency comes out to 0.1453 GHz. Setup slack closes at 6417 ps. The H-tree depth reported by CTS was 4. Cells with a size suffix above 1 make up 5.562% of the layout. The first detailed-routing pass ran for 5 iterations.

In this run the tools logged warnings totalling 25. In the finished design, the share of the clock period the worst path needs comes to 51.75%. The detailed-route wire length per cell was 20.14 um. Synthesis warning total: 1. The run finished with clean final reports. For the clock buffer count from CTS, the log shows 17. The worst-case clock skew is 12.35 ps, and the area of the die is 27020 sq um. Compared with the post-synthesis result, the final layout area differs by 35.44%. The peak ir drop on the vdd network was 0.07016 mV. Setup repair after global routing left no endpoint under its margin. In this run the critical register-to-register path is launched from ext_buf[0].

The post-detailed-route via-to-cell ratio was 4.878; the number of distinct library cell variants in the gate-level netlist after synthesis was 47. The global placer's final weighted congestion is 0.8895, and the clock latency on the worst-skew pair is 430 ps. The area taken by sequential standard cells is reported as 5766 sq um. Summed over all layers, the global routing overflow is 0. The tools report the capturing element of the worst setup path as rinc.

The number of post-CTS setup repair buffers is 0. In the routed netlist, the antenna diode instances number 0. The final non-filler cell area was 10710 sq um; the count of endpoints failing hold in the final timing report was 0. Clock root buffer: sky130_fd_sc_hd__clkbuf_16. In the final layout, the fill cell count is 2419.

Detailed placement reports a standard cell area of 10140 sq um. The detailed placement HPWL came out at 16.86 mm. The clock-pin slew on the worst setup and hold paths was 70 ps; the count of hold-fix buffers inserted at cts was 0.

Synthesis produced a netlist whose cell count is 631. The share of async-settable or async-resettable flops after synthesis is 0%, and the total power is 1271 uW. In this run, the clock network consumes 38.8% of the power. The logs give 196 for the TritonCTS sink count and 284.6 uW for the reported net switching power. The run gives 0.003493 uW as the leakage power of the design. The required time of the critical path came out at 10640 ps. Looking at the clock tree report, the maximum root-to-sink buffer count equals 2. According to the timing report, the critical path is launched from rempty.

After synthesis, the mean cell area works out to 12.53 sq um. The sequential element share of the synthesized area is 72.90%. The number of global-route vias before repair is 5387, and the worst slack at placement is 6427 ps.

Pins over their slew limit in the final report were tallied at 0. The total global-route track usage was 18.50%; the post-route minimum period was 6883 ps. According to the floorplan log, the row count is 59.

Startpoint-to-endpoint class of the critical path: in2out. The most common logic cells in the final layout are sky130_fd_sc_hd__nor2_1, sky130_fd_sc_hd__clkdlybuf4s50_1, sky130_fd_sc_hd__edfxtp_1, sky130_fd_sc_hd__o21ai_0, sky130_fd_sc_hd__nand2_1.
-- final cells by class --
| type | count | area share, % |
|---|---|---|
| clock inverters | 15 | 1.343 |
| multi-input cells | 396 | 18.53 |
| inverters | 5 | 0.1752 |
| well taps | 335 | 3.913 |
| flip-flops and latches | 196 | 53.83 |
| clock buffers | 17 | 3.972 |
| repair buffers | 198 | 18.25 |
-- worst min-delay path by stage --
stage | from | endpoint | slack (ps)
4_1_cts | curr_state[1] | curr_state[1] | 520
5_1_grt | curr_state[1] | curr_state[1] | 530
6_report | curr_state[1] | curr_state[1] | 510
-- synth_stat cells, types with 3 or more instances --
cell	instances	share of area [%]
sky130_fd_sc_hd__nor2_1	190	9.0
sky130_fd_sc_hd__edfxtp_1	184	70
sky130_fd_sc_hd__o21ai_0	50	3.2
sky130_fd_sc_hd__nand2_1	37	1.8
sky130_fd_sc_hd__clkbuf_1	28	1.3
sky130_fd_sc_hd__nand3_1	24	1.5
sky130_fd_sc_hd__dfxtp_1	12	3.0
sky130_fd_sc_hd__a21oi_1	11	0.70
sky130_fd_sc_hd__nand2b_1	8	0.63
sky130_fd_sc_hd__nor2b_1	8	0.63
sky130_fd_sc_hd__and2_1	5	0.40
sky130_fd_sc_hd__mux2i_1	5	0.63
sky130_fd_sc_hd__o41ai_1	5	0.55
sky130_fd_sc_hd__or3_1	5	0.40
sky130_fd_sc_hd__buf_2	4	0.25
sky130_fd_sc_hd__ha_1	4	0.63
sky130_fd_sc_hd__inv_1	4	0.19
sky130_fd_sc_hd__o211a_1	4	0.51
sky130_fd_sc_hd__o211ai_1	4	0.38
sky130_fd_sc_hd__nand4_1	3	0.24
sky130_fd_sc_hd__nor4_1	3	0.24
sky130_fd_sc_hd__o21a_1	3	0.28
-- cell families after synthesis --
logic type	Yosys count	synth area share [%]
xor+xnor	1	0.1108
simple gates	292	15.71
buf+inv	39	2.009
flops	196	72.90
mux	5	0.6328
fa+ha+maj	5	0.8860
compound gates	93	7.752
-- per-layer routing --
metal	global-route usage, %	vias to the layer above	routed length [um]
li1	-	2636	-
met5	0	-	0
met1	25.36	2728	8994
met2	29.13	286	11460
met3	8.267	18	2656
met4	2.189	0	286
-- critical path, cell delays in order --
cell and delay (ps):
sky130_fd_sc_hd__clkdlybuf4s50_1 620, sky130_fd_sc_hd__nor2_1 390, sky130_fd_sc_hd__clkdlybuf4s50_1 550
-- through the flow --
stage	hold WS (ps)	instances	utilization [%]
after floorplan	413.0	631	-
after global placement	494.2	1130	39.03
after detailed placement	493.0	1130	39.03
after CTS	523.3	1162	41.22
after global routing	533.4	1162	41.22
final	511.4	1162	41.22
-- registers in the layout, indices dropped and copies added (netlist names) --
signal	count
zero_buf	1
Tree_buf	180
TP	6
ext_buf	4
curr_state	5
-- power groups by stage --
stage         registers, uW  logic (uW)  clock network (uW)
CTS                     708        70.9                 501
global route            710        77.3                 524
finish                  708        70.3                 493
Power is estimated from default activity; no workload was simulated.
